===== /design/flow/constraint.sdc =====
current_design id_ex_register

set clk_period 1.0
set clk_io_pct 0.2

create_clock -name clk0 -period $clk_period [get_ports {clk}]

set non_clock_inputs [all_inputs -no_clocks]
set_input_delay [expr $clk_period * $clk_io_pct] -clock clk0 $non_clock_inputs
set_output_delay [expr $clk_period * $clk_io_pct] -clock clk0 [all_outputs]

===== /design/flow/design.v =====
typedef struct packed {
    logic [3:0]         alu_op;
    logic [1:0]       alu_srca;
    logic                       alu_srcb;
    logic [2:0]        immg_op;
    logic [2:0]    mem_d_wdsrc;
    logic                       mem_d_we;
    logic [2:0]    dataout_src;
    logic                       reg_we;
    logic [2:0]          bj_op;  
}   controlsgs_t;
module id_ex_register(  input   logic               clk, reset, clear, enable,
                        input   logic [31:0]  d_instr, d_pc, d_pc4,
                        input   logic [31:0]    d_rrd1, d_rrd2, d_imm,
                        input   controlsgs_t        d_controlsgs,
                        output  logic [31:0]  e_instr, e_pc, e_pc4,
                        output  logic [31:0]    e_rrd1, e_rrd2, e_imm,
                        output  controlsgs_t        e_controlsgs);
    typedef struct packed {
        logic   [31:0]    instr, pc, pc_4;
        logic   [31:0]      rrd1, rrd2, imm;
        controlsgs_t            controlsgs;
    } bundle_t;
    bundle_t    e_bundle;
    always_ff @(posedge clk or posedge reset)
        if (reset)
            e_bundle <= '0;
        else if (clear)
            e_bundle <= '0;
        else if (enable)
            e_bundle <= {d_instr, d_pc, d_pc4, d_controlsgs, d_rrd1, d_rrd2, d_imm};
    assign {e_instr, e_pc, e_pc4, e_controlsgs, e_rrd1, e_rrd2, e_imm} = e_bundle;
endmodule

===== /design/flow/config.mk =====
export PLATFORM = sky130hd
export DESIGN_NAME = id_ex_register
export DESIGN_NICKNAME = id_ex_register
export VERILOG_FILES = /design/flow/design.v
export SDC_FILE = /design/flow/constraint.sdc
export NUM_CORES = 4
export LEC_CHECK = 1
export CORE_AREA = 10 10 256 256
export DIE_AREA = 0 0 266 266

===== /design/flow/run.sh =====
#!/bin/bash
# OpenROAD 26Q1-2900-gdf79404cd8, Yosys 0.63+post, stock flow scripts
make -C /OpenROAD-flow-scripts/flow DESIGN_CONFIG=/design/flow/config.mk WORK_HOME=/design/flow/orfs finish

==> flow_summary_export.csv <==
group,metric,value,unit
layout,syn2layout_area_growth,70.32,%
global_routing,grt.overflow.total,0,
worst_setup_path,end_kind,"primary output",
floorplanning,die_h,266,µm
min_path,hp-class,"input port to flop",
job,max-cap-violations,0,
timing,finalHoldWorstSlack,48.67,ps
layout,drive_gt1_share,31.61,%
synthesis,top_area_share,61.58,%
synthesis,mux_share,24.63,%
timing,tightest_slew,352.8,ps
worst_setup_path,worstPathRequired,800,ps
synthesis,synthCells,688,
placed_design,detailed_place_hpwl,23180,µm
worst_setup_path,cp_num_buf_inv,1,
global_routing,antenna_found_initial,0,
layout,fin_area,14740,µm²
synthesis,topCombFamilyByArea,"multiplexers",
job,openroad.warnings,28,
worst_setup_path,crit_type,"flop to primary output",
timing,finalWorstSetupSlack,-273.4,ps
clock_tree,cts_root_buffer,"clkbuf_16",
floorplanning,core-area,60130,µm²
clock_tree,clk_pin_slew,60,ps
synthesis,ys_sh_simple,9.237,%
worst_setup_path,r2r_end,"e_bundle[9]$_DFFE_PP0P_",
floorplanning,ioPinCount,430,
clock_tree,htree_levels,1,
timing,setup_tns,-48740,ps
layout,regMostFlops,"e_bundle",
timing,skew,0,ps
pwr,p_per_area,1500,nW/µm²
pwr,peakVddDrop,0.0009386,V
routing,vias_per_cell,3.470,
pwr,p_leak,0.007663,µW
clock_tree,clk_latency,530,ps
synthesis,ys_area,8656,µm²
timing,rsz0062_at_grt,"true",
worst_setup_path,arrival,1070,ps
global_routing,grt_pass1_wl,47200,µm
global_routing,grt_pass1_vias,7688,
floorplanning,std_cell_rows,90,
min_path,hold_depth,3,
worst_setup_path,reg2regPathDepth,4,
synthesis,ys_seq_share,61.58,%
worst_setup_path,critPathTopFamily,"flip-flops",
run_status,outcome,"finished with violations",
placed_design,portBuffers,429,
global_routing,track_usage,8.435,%
synthesis,yosysWarningCount,1,
synthesis,synth_area,8656,µm²
pwr,clkPwrFrac,42.8,%
pwr,combPwrFrac,14.9,%
timing,drv_slew,0,
run_status,violations,"setup timing",
worst_setup_path,crit_slowest_cell,"dfrtp_1",
placed_design,place_area,14420,µm²
routing,drc_errors,0,
clock_tree,cts_made_buffers,25,
routing,wire_per_inst,15.03,µm
clock_tree,cts_sinks,213,
pwr,switching_share,22.94,%
worst_setup_path,cp_cell_sequence,"buf_2",
layout,top_regs,"e_bundle: 213 flops",
pwr,power.internal,17040,µW
floorplanning,initCoreUtil,14.39,%
floorplanning,die_w,266,µm
placed_design,routabilityCongestion,0.8562,
synthesis,ys_types,10,
worst_setup_path,slowest_delay,410,ps
synthesis,ys_sh_adder,0,%
layout,lay_top_cells,"clkdlybuf4s50_1, mux2i_1, nor2_1, dfrtp_1, buf_2",
timing,timing.fmax,785.3,MHz
synthesis,synthAoiAreaFrac,0,%
worst_setup_path,rr_startpoint,"e_bundle[9]$_DFFE_PP0P_",
routing,drt-initial-drc-count,256,
routing,postRouteWirelength,30680,µm
pwr,seqPwrFrac,42.3,%
synthesis,yosys_cells,688,
synthesis,largest_area_cell,"dfrtp_1",
timing,final-hold-violation-count,0,
routing,antenna_left,0,
layout,lay_top_count,"clkdlybuf4s50_1",
global_routing,grt_max_degree,29,
timing,fin_crit,1273,ps
min_path,hp-start,"clear",
floorplanning,chipArea,70760,µm²
synthesis,avgSynthCellArea,12.58,µm²
routing,antenna_cells,0,
routing,firstDrtPassIters,4,
routing,vias,7083,
synthesis,synth-xor-area-share,0,%
synthesis,synth_flops,213,
pwr,p_sw,5072,µW
placed_design,place_ws,-138.5,ps
worst_setup_path,startpoint_type,"flop",
clock_tree,clk_path_buf_depth,3,
worst_setup_path,regToRegSetupSlack,90,ps
synthesis,topCellsByArea,"dfrtp_1, mux2i_1, nor2_1",
timing,slew_headroom,76.48,%
timing,timing.final.crit_share,127.3,%
min_path,min_to,"e_bundle[149]$_DFFE_PP0P_",
timing,setup_viol,213,
worst_setup_path,crit_path_max_fanout,2,
layout,largest_register_ffs,213,
clock_tree,cts_tree,"built",
power groups by stage:
stage / combinational, µW / clock, µW / sequential [µW]
after CTS: 3270 / 9780 / 9360
after global routing: 3650 / 10200 / 9410
final: 3300 / 9450 / 9360
metrics by stage:
stage	std cells	util, %	power [µW]
4_1_cts	2005	24.07	22410
3_5_place_dp	1926	23.99	13120
3_3_place_gp	1926	23.99	13110
6_report	2041	24.52	22110
5_1_grt	2041	24.52	23300
2_1_floorplan	688	-	10590
how the worst max path moves through the flow:
| stage | slack [ps] | cells after the start | startpoint | to |
|---|---|---|---|---|
| 4_1_cts | -320 | 1 | e_bundle[23]$_DFFE_PP0P_ | e_imm[23] |
| 5_1_grt | -340 | 1 | e_bundle[23]$_DFFE_PP0P_ | e_imm[23] |
| 6_report | -270 | 1 | e_bundle[23]$_DFFE_PP0P_ | e_imm[23] |
metal layers:
| layer | GRT usage (%) | vias up | wire, µm |
|---|---|---|---|
| met5 | 0 | - | 0 |
| met4 | 1.328 | 0 | 535 |
| met3 | 3.825 | 28 | 3648 |
| met2 | 12.72 | 306 | 13400 |
| met1 | 11.23 | 3360 | 13100 |
| li1 | - | 3389 | - |
logic make-up after synthesis:
kind of cell / count (synthesis)
muxes: 213
DFF: 213
and+or+nand+nor: 213
buffers and inverters: 49
cells in the mapped netlist:
cell type and number:
buf_1 5, buf_2 12, buf_4 5, buf_6 10, buf_8 9, clkbuf_1 7
dfrtp_1 213, inv_1 1, mux2i_1 213, nor2_1 213
worst min-delay path: stages:
cell and delay [ps]:
buf_6 90, buf_12 170, nor2_1 70
cell type report:
| type | count | area, µm² |
|---|---|---|
| clock buffer | 36 | 706.9 |
| inverter | 1 | 7.507 |
| clock inverter | 7 | 135.1 |
| timing repair buffer | 576 | 4653 |
| tap | 782 | 978.4 |
| multi-input combinational | 426 | 2932 |
| sequential | 213 | 5330 |
| fill | 6328 | 45390 |
repair_timing:
item,CTS,global route
hold endpoints to repair,1,0
gates resized,685,0
setup endpoints to repair,213,213
hold buffers,1,0
buffers inserted,35,36
pin swaps,0,0
gates cloned,0,0
No activity file was given, so power comes from the tool's default toggle rates.
