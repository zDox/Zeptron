==> ./design.v <==
module alu(input    logic [31:0]    a, b,
           input    logic [3:0]     op,
           output   logic [31:0]    y);
    always_comb
        case (op)
            0:    y = a + b;
            1:    y = a - b;
            2:    y = a ^ b;
            3:     y = a | b;
            4:    y = a & b;
            5:    y = a << b[4:0];
            6:    y = a >> b[4:0];
            7:    y = $signed(a) >>> b[4:0];
            8:    y = $signed(a) < $signed(b);
            9:   y = $unsigned(a) < $unsigned(b);
            default:        y = {32{1'bx}};
        endcase
endmodule
module jump_control(    input   logic [2:0]   bj_op,
                        input   logic [31:0]     rrd1, rrd2,
                        output  logic   b_taken);
    always_comb
        case (bj_op)
            0:     b_taken = 1'b0;
            1:     b_taken = 1'b1;
            2:      b_taken = rrd1 == rrd2;
            3:      b_taken = rrd1 != rrd2;
            4:      b_taken = $signed(rrd1) < $signed(rrd2);
            5:      b_taken = $signed(rrd1) >= $signed(rrd2);
            6:     b_taken = $unsigned(rrd1) < $unsigned(rrd2);
            7:     b_taken = $unsigned(rrd1) >= $unsigned(rrd2);
            default:            b_taken = 1'bx;
        endcase
endmodule
module mux2   #(parameter int WIDTH=32)
               (input   logic[WIDTH-1:0]  d0, d1,
                input   logic           s,
                output  logic[WIDTH-1:0]  y);
    assign y = s ? d1 : d0;
endmodule
module mux4   #(parameter int WIDTH=32)
               (input   logic[WIDTH-1:0]  d0, d1, d2, d3,
                input   logic[1:0]        s,
                output  logic[WIDTH-1:0]  y);
    always_comb
        case (s)
            2'b00:  y = d0;
            2'b01:  y = d1;
            2'b10:  y = d2;
            2'b11:  y = d3;
            default: y = 0;
        endcase
endmodule
typedef struct packed {
    logic [3:0]         alu_op;
    logic [1:0]       alu_srca;
    logic                       alu_srcb;
    logic [2:0]        immg_op;
    logic [2:0]    mem_d_wdsrc;
    logic                       mem_d_we;
    logic [2:0]    dataout_src;
    logic                       reg_we;
    logic [2:0]          bj_op;  
}   controlsgs_t;
module execution_stage(  
                        input   logic [1:0] forward_rrd1, forward_rrd2,
                        input   logic [31:0]      pc,
                        input   controlsgs_t            controlsgs,
                        input   logic [31:0]        rrd1, rrd2, imm,
                        input   logic [31:0]        m_regwd, w_regwd,
                        output  logic                   b_taken,
                        output  logic [31:0]        rrd1_fwd, rrd2_fwd,
                        output  logic [31:0]   alu_y);
    logic [31:0]        srca, srcb;
    always_comb begin
        case (forward_rrd1)
            2'b00:    rrd1_fwd = rrd1;
            2'b01:    rrd1_fwd = m_regwd;
            2'b10:    rrd1_fwd = w_regwd;
            default:                    rrd1_fwd = rrd1;
        endcase
        case (forward_rrd2)
            2'b00:    rrd2_fwd = rrd2;
            2'b01:    rrd2_fwd = m_regwd;
            2'b10:    rrd2_fwd = w_regwd;
            default:                    rrd2_fwd = rrd2;
        endcase
    end
    mux4                mux_srca(   .d0(rrd1_fwd), .d1({32{1'b0}}), .d2(pc),
                                    .s(controlsgs.alu_srca),
                                    .y(srca));
    mux2                mux_srcb(   .d0(rrd2_fwd), .d1(imm),
                                    .s(controlsgs.alu_srcb),
                                    .y(srcb));
    alu                 alu(        .a(srca), .b(srcb), .op(controlsgs.alu_op),
                                    .y(alu_y));
    jump_control        jc(         .bj_op(controlsgs.bj_op),
                                    .rrd1(rrd1_fwd), .rrd2(rrd2_fwd),
                                    .b_taken(b_taken));
endmodule
==> ./run.sh <==
#!/bin/bash
# OpenROAD 26Q1-2900-gdf79404cd8, Yosys 0.63+post, stock flow scripts
make -C /OpenROAD-flow-scripts/flow DESIGN_CONFIG=/design/flow/config.mk WORK_HOME=/design/flow/orfs finish
==> ./config.mk <==
export PLATFORM = sky130hd
export DESIGN_NAME = execution_stage
export DESIGN_NICKNAME = execution_stage
export VERILOG_FILES = /design/flow/design.v
export SDC_FILE = /design/flow/constraint.sdc
export NUM_CORES = 4
export LEC_CHECK = 1
export CORE_UTILIZATION = 40
==> ./constraint.sdc <==
current_design execution_stage

set clk_period 25.5
set clk_io_pct 0.2

create_clock -name clk0 -period $clk_period

set non_clock_inputs [all_inputs -no_clocks]
set_input_delay [expr $clk_period * $clk_io_pct] -clock clk0 $non_clock_inputs
set_output_delay [expr $clk_period * $clk_io_pct] -clock clk0 [all_outputs]
==> CHANGELOG.md <==
## Implementation

- Flops: 0
- Dominant cell area share: 14.3%
- Final Cycle Share: 65.7%
- Switching power: 320 µW
- Critical path class: in -> out
- Status: finished clean
- Die Wd: between 150 and 200 µm
- Crit end category: output pin
- Worst hold path startpoint: controlsgs[0]
- Clock Buffer Count: 0
- Drt wl/cell: between 20 and 30 µm
- RSZ-0062 raised after global routing: no
- First-pass GRT wire length: 87700 µm
- Ratio of cells with drive above 1 in the final layout: 5.35%
- LEAKAGE: 0.00624 µW
- # setup viols final: 0
- Metal3 WL: 5570 µm
- Post_cts resized: 0
- DIE HEIGHT: 172 µm
- Cell taking the most area after synthesis: ha_1
- Maximum vdd drop: 25.3 µV
- Power Dens Cells: 37.1 nW/µm²
- Sw Share: 58.2%
- Synthesized area per cell: 6.51 µm²
- WL met2: roughly 27000 µm
- Worst Hold Class: in -> out
- Netlist cell types: 84
- Crit path DRT: slightly above 20 ns
- Top post-synthesis cells by area: ha_1, mux2i_1, o21ai_0, a21oi_1, nand2_1
- Placer congestion estimate: 1.02
- Max Fanout on Critical Path: 38
- Post-route ant nets: 0
- Max Cap Violations: 0
- Vias per cell: between 6 and 7
- Remaining Overflow, GRT: 0
- P_int: 230 µW
- Pin count of the biggest net entering global routing: 64
- Top sig layer: met4
- Highest clock rate: ~0.060 GHz
- Initial antenna violation count: 2
- Least-Margin Pin Slew: 0.897 ns
- Vias in the first global route: 14300
- Tmin final: 16.74 ns
- Startpoint types: primary input
- Fp util: 40.6%
- First DRT Iteration DRCs: between 1500 and 2000
- Area growth syn-to-layout: 27.8%
- Syn Std Cell Area: 11600 µm²
- Hold-fix buffers, CTS: 0
- Setup tns final: 0 ns
- I/O Buffers: 303
- TritonRoute pass-1 iters: 10
- Slew margin rel.: 40.0%
- Core Area: ~29000 µm²
- Chip area: about 30000 µm²
- Arrival time at the worst endpoint: 11.64 ns
- Synth cell count leaders: nand2_1, o21ai_0, nor2_1, a21oi_1, ha_1
- Mapped Cells: 1785
- Total Power: about 550 µW
- Yosys Chip Area: 11600 µm²
- Fin. Hold Viols: 0
- # IOs: around 310
- Final WL: 59900 µm
- Setup Buffers After CTS: 0
- # rows: 62
- Residual DRC count: 0
- Metal-1 WL: 24900 µm
- Tool warnings: 110
- Register Area: 0 µm²
- Total GRT Usage: 40.1%
- Seq share, synth: 0%
- Fillers: 2870
- Yosys cell count: between 1500 and 2000
- Most frequent cell after synthesis: nand2_1
- Hold EP: b_taken
- Final Slew Violations: 0
- Via Count: about 15000
- Yosys Warn Count: 36
- Hpwl dp: 47800 µm
- Depth of the worst hold-timing path: 3
## metrics by stage
step | hold WS, ns | area (µm²) | instances | utilization [%] | worst slack (ns)
after floorplan | 10.23 | 11600 | 1785 | - | 10.95
after global placement | 11.15 | 14800 | 2365 | 51.8 | 9.09
after detailed placement | 11.15 | 14800 | 2365 | 51.8 | 9.03
after CTS | 11.16 | 14800 | 2365 | 51.8 | 9.02
after global routing | 11.18 | 14800 | 2367 | 51.8 | 8.58
final | 11.15 | 14800 | 2369 | 51.9 | 8.76
## power groups by stage
| stage | Clock [µW] | Sequential, µW | Combinational (µW) |
|---|---|---|---|
| 5_1_grt | 0.0000105 | 0 | 594 |
| 4_1_cts | 0 | 0 | 539 |
## cell families (layout without fill, tap and decap cells)
| logic type | count (synthesis) | in the layout | synth area share (%) |
|---|---|---|---|
| compound gates | 717 | 717 | 42.2 |
| fa+ha+maj | 135 | 135 | 14.7 |
| mux | 129 | 129 | 12.0 |
| simple gates | 522 | 522 | 20.8 |
| buf+inv | 271 | 467 | 9.52 |
| other cells | 0 | 4 | 0 |
| xor+xnor | 11 | 11 | 0.829 |
## placed cells by master, fill, tap and decap left out, types with 24 or more instances in the layout
| master | n |
|---|---|
| buf_4 | 37 |
| nor3_1 | 24 |
| o211ai_1 | 40 |
| a21oi_1 | 154 |
| a221o_1 | 59 |
| a22o_1 | 27 |
| clkdlybuf4s50_1 | 302 |
| mux2i_1 | 94 |
| nor2_1 | 165 |
| nand3_1 | 38 |
| nand2_1 | 177 |
| o21ai_0 | 166 |
| inv_1 | 120 |
| a211oi_1 | 31 |
| ha_1 | 132 |
| a21o_1 | 28 |
| mux2_2 | 28 |
## layer usage
metal	up-vias	track usage, %
met4	0	14.9
met1	7178	54.1
met3	130	7.97
li1	7096	-
met2	829	63.1
met5	-	0
## area by class of cell
cell class / instances / area (µm²) / area share, %
Antenna cell: 4 / 10.0 / 0.0674
Inverter: 127 / 482 / 3.25
Tap cell: 384 / 480 / 3.24
Multi-Input combinational cell: 1514 / 10600 / 71.2
Timing Repair Buffer: 340 / 3310 / 22.3
## worst max path at each step
stage / slack [ns] / endpoint / from
CTS: 9.02 / alu_y[28] / forward_rrd2[0]
finish: 8.76 / alu_y[28] / forward_rrd2[0]
global route: 8.58 / alu_y[28] / forward_rrd2[0]
## worst max-delay path: stages
cell and delay, ns:
clkdlybuf4s50_1 0.49, inv_1 0.05, ha_1 0.26, buf_4 0.39
inv_1 0.18, o21ai_0 0.69, o21ai_0 0.40, ha_1 0.64
nand4_1 0.25, or4_1 0.55, o311a_1 0.18, a211oi_1 0.44
o2111ai_1 0.38, a211oi_1 0.47, nor2b_1 0.16, xnor2_1 0.15
a221oi_1 0.27, o21ai_0 0.15, clkdlybuf4s50_1 0.42
Power and IR drop assume default switching activity.
