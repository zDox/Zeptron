`flow/config.mk`:
```
export PLATFORM = sky130hd
export DESIGN_NAME = register_file
export DESIGN_NICKNAME = register_file
export VERILOG_FILES = /design/flow/design.v
export SDC_FILE = /design/flow/constraint.sdc
export NUM_CORES = 4
export LEC_CHECK = 1
export CORE_UTILIZATION = 40
```
`flow/constraint.sdc`:
```
current_design register_file

set clk_period 6.0
set clk_io_pct 0.2

create_clock -name clk0 -period $clk_period [get_ports {clk}]

set non_clock_inputs [all_inputs -no_clocks]
set_input_delay [expr $clk_period * $clk_io_pct] -clock clk0 $non_clock_inputs
set_output_delay [expr $clk_period * $clk_io_pct] -clock clk0 [all_outputs]
```
`flow/run.sh`:
```
#!/bin/bash
# OpenROAD 26Q1-2900-gdf79404cd8, Yosys 0.63+post, stock flow scripts
make -C /OpenROAD-flow-scripts/flow DESIGN_CONFIG=/design/flow/config.mk WORK_HOME=/design/flow/orfs finish
```
`flow/design.v`:
```
module register_file(input logic        clk, reset,
                     input logic        we3,
                     input logic[4:0]   ra1, ra2, wa3,
                     input logic[31:0]  wd3,
                     output logic[31:0] rd1, rd2);
    logic [31:0] rf [32];
    always_ff@(posedge clk)
        if (we3 && (wa3 != 0)) rf[wa3] <= wd3;
    always_comb begin
        if (ra1 == 0)
            rd1 = '0;
        else if (ra1 == wa3 && we3)
            rd1 = wd3;
        else
            rd1 = rf[ra1];
        if (ra2 == 0)
            rd2 = '0;
        else if (ra2 == wa3 && we3)
            rd2 = wd3;
        else
            rd2 = rf[ra2];
    end
endmodule
```
==> impl_metrics.csv <==
group,metric,value,unit
timing,fmax,178,MHz
run,warnings,27,
clocking,root_buffer,"clkbuf_16",
synthesis,syn_area,0.0479,sq mm
setup_path,cp.required,4.80,ns
timing,fin_setup_tns,0,ns
run,drv_cap,0,
setup_path,cpMostUsedCell,"clkdlybuf4s50_1",
setup_path,critPathLaunchType,"input port",
place,gp_congestion,0.917,
synthesis,flop_cell,"edfxtp_1",
detailed_routing,antenna_left,0,
setup_path,cp_slowest_stage_delay,0.73,ns
detailed_routing,drtPass1Iterations,5,
place,io_buffers,112,
synthesis,postSynthCellCount,2520,
floorplan,boundaryPins,114,
timing,hold_viol_final,0,
timing,max-slew-margin-rel,0.293,
global_route,grt-ovfl-total,0,
clocking,cts_max_path_buffers,3,
detailed_routing,vias_per_cell,6.37,
timing,rsz0062_at_grt,"no",
synthesis,post_synth.cell_area_avg,19.0,sq um
setup_path,crit_type,"input port to output port",
cells_and_area,drive_above_1_share,0.295,
clocking,cts_buffers,105,
detailed_routing,drt_iter0_markers,2032,
place,hpwl,93900,um
synthesis,numSynthFlops,1024,
global_route,track_usage,0.287,
cells_and_area,reg_top3,"rf x1024",
run_status,outcome,"complete, no violations",
power,ir_drop,270,uV
setup_path,cp.depth,8,
cells_and_area,largest-register,"rf",
floorplan,core_area,0.118,sq mm
cells_and_area,largest_reg_flops,1024,
floorplan,rows,126,
setup_path,crit_family,"buffers and inverters",
floorplan,fp_util,0.404,
worst_hold_path,holdPathStages,2,
setup_path,crit_start,"wa3[1]",
timing,min_period,5.62,ns
setup_path,cp_num_buf_inv,3,
floorplan,die_w,348,um
cells_and_area,area_growth,15.9,%
global_route,grt_max_degree,79,
global_route,grt_first_pass_wirelength,223000,um
global_route,antenna_found_initial,9,
power,power_leakage,17.8,nW
setup_path,cp_data_arrival_time,4.42,ns
synthesis,synth_cell_type_count,53,
clocking,cts-hold-fix-buffers,0,
worst_hold_path,hold_path.class,"input port to flop",
clocking,clkTransAtPathRegs,0.06,ns
timing,setup_violations,0,
clocking,post_cts_buffers,0,
timing,period_used_share,0.936,
global_route,grt_pass1_vias,31600,
detailed_routing,wl_per_cell,35.3,um
synthesis,yosys_area,0.0479,sq mm
timing,worst_pin_slew,1.06,ns
detailed_routing,num_vias,28200,
detailed_routing,drc_errors,0,
cells_and_area,fillCellCount,9553,
setup_path,crit_slowest_cell,"clkdlybuf4s50_1",
synthesis,ys_async_sr_fraction,0,
synthesis,synth_warnings,1,
setup_path,worst-path-max-fanout,11,
timing,slew_viol_final,0,
power,power,16.1,mW
synthesis,edf_count,1024,
clocking,cts_tree,"built",
clocking,cts_resized,0,
setup_path,path_cells,"clkdlybuf4s50_1, xnor2_1, nand4_1, o211a_1, buf_4, o311ai_0, nand3_1, clkdlybuf4s50_1",
synthesis,yosys_cells,2520,
setup_path,end_kind,"output port",
detailed_routing,routed_wl,156000,um
synthesis,ys_seq_share,0.642,
clocking,htree_levels,3,
worst_hold_path,hp-start,"wd3[24]",
setup_path,endpoint,"rd2[7]",
clocking,numClockSinks,1024,
floorplan,die_area,0.121,sq mm
power,power.density,290,mW/mm^2
floorplan,die_h,348,um
## synthesized netlist by cell type, drive strengths merged (7+ instances only)
master	instances	area share
edfxtp	1024	0.64
mux4	417	0.20
mux2	30	0.0071
nor2b	17	0.0022
mux2i	210	0.044
nand3b	9	0.0014
nand4	9	0.0012
o31ai	11	0.0017
nand2	58	0.0045
xnor2	10	0.0018
o2111ai	7	0.0013
clkbuf	78	0.0061
a22o	48	0.0088
nor2	74	0.0058
nand3	7	0.00073
a211oi	19	0.0030
a2111oi	26	0.0049
a21oi	41	0.0043
a21o	13	0.0020
o21ai	38	0.0040
o22a	7	0.0013
o22ai	41	0.0054
a22oi	81	0.013
a221oi	28	0.0053
or3b	7	0.0013
buf	131	0.018
o221ai	30	0.0055
## worst min path at each step
| stage | to | slack (ns) |
|---|---|---|
| finish | rf[3][24] | 1.33 |
| global route | rf[1][24] | 1.35 |
| CTS | rf[3][24] | 1.31 |
## through the flow
step           cell area [sq um]  hold slack [ns]  utilization  std cells  setup slack, ns
2_1_floorplan              48000             1.30            -       2551             2.01
5_1_grt                    55500             1.35        0.469       4423            0.272
3_3_place_gp               52100             2.02        0.440       4241            0.445
3_5_place_dp               52100             2.04        0.440       4241            0.499
6_report                   55500             1.33        0.469       4425            0.385
4_1_cts                    55500             1.31        0.469       4421            0.492
## cells by family (layout without fill, tap and decap cells)
logic type / after synthesis / count (layout) / share of synthesized area
AOI/OAI and AO/OA: 415 / 415 / 0.0644
buffers and inverters: 211 / 481 / 0.0243
and+or+nand+nor: 202 / 202 / 0.0199
DFF: 1024 / 1024 / 0.642
xor gates and xnor gates: 10 / 10 / 0.00183
other: 1 / 36 / 0.0000783
muxes: 657 / 657 / 0.247
## layout make-up
type / count / area [sq um] / area share
Clock buffer: 125 / 2770 / 0.0499
Sequential cell: 1024 / 30700 / 0.554
Antenna cell: 4 / 10.0 / 0.000180
Inverter: 2 / 7.51 / 0.000135
Multi-Input combinational cell: 1316 / 16400 / 0.295
Tap cell: 1600 / 2000 / 0.0361
Timing Repair Buffer: 299 / 2990 / 0.0538
Clock inverter: 55 / 588 / 0.0106
## where the power goes
| part | switching [mW] | leakage, nW | total, mW | internal [mW] |
|---|---|---|---|---|
| Clock | 2.69 | 1.63 | 6.49 | 3.80 |
| Sequential | 0.0410 | 9.25 | 8.02 | 7.98 |
| Combinational | 0.883 | 6.93 | 1.57 | 0.687 |
## cell usage in the layout (no fill, tap or decap), types with 32 or more instances in the layout
cell type,count
a22oi_1,81
o21ai_0,37
nor2_1,42
a22o_1,48
mux2i_1,210
conb_1,32
mux4_2,417
buf_12,37
o22ai_1,41
a21oi_1,41
buf_4,152
nand2_1,58
clkdlybuf4s50_1,103
nor2_4,32
clkbuf_16,108
edfxtp_1,1024
## metal layers
metal,GRT usage,up-vias,part of all wire
met3,0.244,332,0.20
met1,0.322,14200,0.30
met4,0.0783,18,0.036
met2,0.414,2291,0.46
li1,-,11300,-
met5,0.0220,-,0.0023
Power and IR drop assume default switching activity.
